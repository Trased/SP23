[./design.v]
module task3_LIFO #(parameter N = 4)
  (input [1:0] Opcode,
  input [31:0] Din,
  input Reset, Clk,
  output reg [31:0] Dout,
  output reg LifoFull, LifoEmpty, Overflow, Underflow);
  integer res;
  reg [31:0] Mem [N-1:0];
  reg [N-1:0] wrpos = N-1;  
  reg [N-1:0] rdpos = N;  
  reg memFull, memEmpty;
  always@(posedge Clk or posedge Reset)
  begin
    LifoFull <= 1'b0;
    LifoEmpty <= 1'b0;
    Overflow <= 1'b0;
    Underflow <= 1'b0;
    Dout <= 32'hXXXX;
    if(Reset)
    begin
        for(res = 0; res < N; res = res+1)
        begin
            Mem[res] <= 32'bXXXX;
        end
    end
    else
    begin  
    case (Opcode)
        2'b01: 
        begin
            if (memFull)
                Overflow <= 1'b1;
            else
            begin
                if(^Mem[wrpos] === 1'bx)
                begin
                    memEmpty <= 1'b0;
                    Mem[wrpos] <= Din;
                    wrpos <= wrpos - 1;
                    rdpos <= rdpos - 1;
                end
                else 
                begin
                    LifoFull <= 1'b1;
                    memFull <= 1'b1;
                end
                if(wrpos == 0)
                   wrpos <= N-1;
                if(rdpos == 0 && wrpos != N-1)
                   rdpos <= N-1;              
            end
        end
        2'b10:
        begin
            if (memEmpty)
                Underflow <= 1'b1;
            else
            begin
                if(^Mem[rdpos] === 1'bx)
                begin
                    LifoEmpty <= 1'b1;
                    memEmpty <= 1'b1;
                end
                else
                begin
                    memFull <= 1'b0;
                    Dout <= Mem[rdpos];
                    Mem[rdpos] <= 32'bXXXX;
                    rdpos <= rdpos + 1;
                    wrpos <= wrpos + 1;
                end
                if(rdpos == N)
                    rdpos <= 0;
                if(wrpos == N-1 && rdpos != 0)
                    wrpos <= 0;
            end
        end
    endcase
  end
 end
endmodule
[./run.sh]
#!/bin/bash
# OpenROAD 26Q1-2900-gdf79404cd8, Yosys 0.63+post, stock flow scripts
make -C /OpenROAD-flow-scripts/flow DESIGN_CONFIG=/design/flow/config.mk WORK_HOME=/design/flow/orfs finish
[./config.mk]
export PLATFORM = sky130hd
export DESIGN_NAME = task3_LIFO
export DESIGN_NICKNAME = task3_LIFO
export VERILOG_FILES = /design/flow/design.v
export SDC_FILE = /design/flow/constraint.sdc
export NUM_CORES = 4
export LEC_CHECK = 1
export CORE_UTILIZATION = 50
[./constraint.sdc]
current_design task3_LIFO

set clk_period 6.9
set clk_io_pct 0.2

create_clock -name clk0 -period $clk_period [get_ports {Clk}]

set non_clock_inputs [all_inputs -no_clocks]
set_input_delay [expr $clk_period * $clk_io_pct] -clock clk0 $non_clock_inputs
set_output_delay [expr $clk_period * $clk_io_pct] -clock clk0 [all_outputs]
==> git commit body <==
Refresh implementation metrics

* Result of the run: finished, final reports clean
- In this build the clock could be raised as far as 0.291 GHz.
- Total area of multi-input combinational cells: 2640 um2
- Total overflow reported by the global router: 0
* Detail Route Antenna Nets: 0
* CP max stage cell: sky130_fd_sc_hd__a211oi_4
- The clock network accounts for 33.6% of the total power.
- Checking hold timing, the worst path is listed with class flop to flop.
* Fraction of synthesized cell area taken by the top area cell type: 56.0%
- Number of cells in the yosys synthesis report: 500
- The number of clock buffers added by TritonCTS is 17.
- The script logs the mean routed wire length per placed instance as 18.4 um.
* Max Cap Viol: 0
- The violation tally recorded at the end of detailed-routing iteration 0 is 295.
- In the routed design, unresolved DRC markers number 0.
* Reg power frac: 48.5%
- The initial antenna violation count is 0.
- Depth of the most critical reg-to-reg path: 5
* Width of the die: 122 um
- According to the floorplan report, the total die area is 15000 um2.
* Area of the synthesized netlist per yosys stat: 7240 um2
* Worst-case headroom to the max-slew limit: 55.3%
* Yosys reg bits: 171
* Number of placed instances with taps included: 729
* Switch share: 23.9%
* Final critical path time including I/O delays and setup: 3.43 ns
- R2r endpoint: rdpos[1]
* Fraction of layout instances using a drive strength above 1: 29.8%
- Count of buffering cells on the critical path with inverters included: 3
* Worst skew pair latency: 0.41 ns
* Filler cells: 1063
- Worst-case clock buffer depth: 2
- Relative to the synthesized area, the layout overhead comes to 20.5%.
- CTS saw 171 sinks.
* Setup skew after layout: 0.00673 ns
- In the finished design, the share of the clock period the worst path needs comes to 49.8%.
- Sequential Area: 4320 um2
- Number of failing setup endpoints in the final timing report: 0
- The analysis attributes to cell leakage a power of 3.75 nW.
- Avg Inst Size Synth: 14.5 um2
* Arr. time, crit path: 3.73 ns
- Per the final report, max-transition violations number 0.
- Synth Warn #: 2
- After synthesis, flip-flops and latches occupy 59.7% of the total area.
- Portion of total power attributed to combinational logic: 17.9%
* Cts-stage hold buffer count: 0
- Finished Layout Cells: 760
* CORE AREA: 14000 um2
- Number of instances resized during post-cts repair: 0
- The tree is rooted in a sky130_fd_sc_hd__clkbuf_16.
* TritonCTS clock tree: done
- Number of global-route vias before repair: 4296
- I/O pin count: 72
- For the worst min-delay path, the startpoint reported by OpenROAD is Mem[2][29].
- Per the OpenROAD power report, switching power amounts to 0.675 mW.
* Reg clk slew, reported paths: 0.06 ns
- Wire length reported by the detailed router: 14000 um
* Final number of hold-violating endpoints: 0
* Critical Path End Type: flop
* Largest fanout on the critical path: 32
- Post-synthesis cell area: 7240 um2
* Post-CTS setup buffer count: 0
* Total power draw: 2.82 mW
- Among all flip-flop cells after synthesis, the most frequent one is sky130_fd_sc_hd__dfrtp_1.
- The die is 122 um tall.
- Initial core utilization: 51.8%
- Type of the worst setup path: input pin to flop
- Internal portion of total power: 2.15 mW
- Maximum VDD drop: 253 uV
* Worst hold path depth: 1
- Accumulated negative setup slack: 0 ns
- Setup crit start kind: input pin
* Iteration tally of the first detailed-router pass: 6
- Number of distinct library cells after synthesis: 44
- The count of buffers added on input and output ports is 69.
* HPWL after DPL: 7910 um
- H-Tree Depth: 4
* Top cell type by total area after synthesis: sky130_fd_sc_hd__dfrtp_1
- Register-to-register setup slack: 4.56 ns
- Pin count of the biggest net entering global routing: 72
- Detailed routing inserted a total of 4284 vias.
- For this run, the detailed router reports a per-instance via density of 5.64.
- Setup repair after global routing left no endpoint under its margin.
- Power Density: 324 nW/um2
* End of the worst hold path: Mem[2][29]
- The required time at the worst endpoint is listed as 7.19 ns.
* Cell types occupying the most area after synthesis: sky130_fd_sc_hd__dfrtp_1, sky130_fd_sc_hd__mux2_2, sky130_fd_sc_hd__a222oi_1
- The global routing report lists combined usage of all routing layers as 20.9%.
- Final weighted congestion of routability-driven global placement: 0.763
- The pin closest to its max-slew limit shows a slew of 0.670 ns.
- The post-synth count of flops with an enable pin is 9.
* R2R Path Start: rdpos[0]
* Wire length of the first global-routing pass: 22900 um
* Share of synthesized registers carrying an async set or reset: 94.7%
* Worst-path cell chain: clkdlybuf4s50_1 > inv_1 > ha_1 > a211oi_4 > o221ai_4 > buf_4 > mux2_1
* Final core utilization: 62.4%
* Critical path's top delay family: buffers and inverters
- Synthesis handed over a netlist of 500 instances.
- Number of antenna diodes: 0
- Crit-path max cell delay: 0.50 ns
- Row count: 43
- The logs give a warning total of 36.
metal layers:
metal	track usage (%)	vias to the layer above	wire length, um
li1	-	1966	-
met1	35.5	2225	6810
met2	30.9	86	6440
met3	4.17	7	591
met4	1.75	0	115
met5	0	-	0
cells in the mapped netlist, drive strengths merged, types with 2 or more instances:
library cell and instances:
mux2i 32, mux2 128, a21oi 5, a222oi 32, and4b 2, o211ai 2
nand3 4, o221ai 2, nor3 2, clkbuf 13, or3b 2, a32oi 2
nand2 2, edfxtp 9, buf 18, a211oi 2, dfrtp 162, inv 43
xnor2 2, o21ai 4, nor2 3, ha 13
kinds of logic after synthesis:
| family | count (synthesis) | synth area share [%] |
|---|---|---|
| buf+inv | 75 | 4.51 |
| simple gates | 21 | 1.73 |
| other cells | 1 | 0.0518 |
| mux | 160 | 24.3 |
| flops | 171 | 59.7 |
| fa+ha+maj | 13 | 2.25 |
| xor+xnor | 2 | 0.242 |
| compound gates | 57 | 7.17 |
how the worst max path moves through the flow:
stage	startpoint	slack, ns	depth (start not counted)	to
final	Opcode[0]	3.47	7	Mem[1][31]
after global routing	Opcode[0]	3.39	7	Mem[2][23]
after CTS	Opcode[0]	3.51	7	Mem[1][31]
through the flow:
stage / area [um2] / setup WS [ns] / hold WS [ns]
after floorplan: 7240 / 1.14 / 0.463
after global placement: 8130 / 3.12 / 0.474
after detailed placement: 8130 / 3.09 / 0.486
after CTS: 8720 / 3.51 / 0.500
after global routing: 8720 / 3.39 / 0.512
final: 8720 / 3.47 / 0.495
worst reg2reg max path, cell delays in order (launching register included):
cell	delay, ns
sky130_fd_sc_hd__edfxtp_1	0.49
sky130_fd_sc_hd__inv_1	0.15
sky130_fd_sc_hd__ha_2	0.19
sky130_fd_sc_hd__buf_4	0.54
sky130_fd_sc_hd__nand3_1	0.19
sky130_fd_sc_hd__a21oi_1	0.43
final cells by class:
type | count | share of cell area (%)
sequential | 171 | 49.6
multi-input combinational | 255 | 30.3
timing repair buffer | 79 | 8.78
clock buffer | 22 | 5.55
tap | 180 | 2.58
inverter | 44 | 1.95
clock inverter | 9 | 1.29
registers in the layout (all words and copies together) (netlist names):
| register | cells |
|---|---|
| wrpos | 4 |
| Mem | 128 |
| Underflow | 1 |
| Dout | 32 |
| rdpos | 4 |
| LifoEmpty | 1 |
| memEmpty | 1 |
power groups by stage:
stage     Combinational (mW)  Clock [mW]  Sequential, mW
5_1_grt                0.559        1.01            1.40
6_report               0.506       0.947            1.37
4_1_cts                0.516       0.969            1.37
cell usage in the layout, fill, tap and decap left out, types with 2 or more instances in the layout:
cell and count:
sky130_fd_sc_hd__o221ai_4 2, sky130_fd_sc_hd__clkdlybuf4s50_1 69, sky130_fd_sc_hd__a222oi_1 32, sky130_fd_sc_hd__nand3_1 4
sky130_fd_sc_hd__o211ai_1 2, sky130_fd_sc_hd__clkbuf_8 4, sky130_fd_sc_hd__or3b_2 2, sky130_fd_sc_hd__a32oi_1 2
sky130_fd_sc_hd__mux2_1 4, sky130_fd_sc_hd__and4b_1 2, sky130_fd_sc_hd__inv_6 2, sky130_fd_sc_hd__dfrtp_1 162
sky130_fd_sc_hd__bufinv_16 2, sky130_fd_sc_hd__clkinvlp_4 4, sky130_fd_sc_hd__ha_1 12, sky130_fd_sc_hd__conb_1 2
sky130_fd_sc_hd__mux2_2 124, sky130_fd_sc_hd__edfxtp_1 9, sky130_fd_sc_hd__nor2_1 3, sky130_fd_sc_hd__mux2i_1 32
sky130_fd_sc_hd__o21ai_4 2, sky130_fd_sc_hd__buf_4 10, sky130_fd_sc_hd__o21ai_0 2, sky130_fd_sc_hd__nor3_1 2
sky130_fd_sc_hd__a21oi_1 5, sky130_fd_sc_hd__xnor2_1 2, sky130_fd_sc_hd__clkbuf_16 17, sky130_fd_sc_hd__inv_1 42
sky130_fd_sc_hd__nand2_1 2
No activity file was given, so power comes from the tool's default toggle rates.
