==> flow/config.mk <==
export PLATFORM = sky130hd
export DESIGN_NAME = Memory
export DESIGN_NICKNAME = Memory
export VERILOG_FILES = /design/flow/design.v
export SDC_FILE = /design/flow/constraint.sdc
export NUM_CORES = 4
export LEC_CHECK = 1
export CORE_UTILIZATION = 40
==> flow/constraint.sdc <==
current_design Memory

set clk_period 2.0
set clk_io_pct 0.2

create_clock -name clk0 -period $clk_period [get_ports {Clk}]

set non_clock_inputs [all_inputs -no_clocks]
set_input_delay [expr $clk_period * $clk_io_pct] -clock clk0 $non_clock_inputs
set_output_delay [expr $clk_period * $clk_io_pct] -clock clk0 [all_outputs]
==> flow/design.v <==
module Memory #(parameter WIDTH = 8, DinLength = 32) (
input [DinLength-1:0] Din,
input [WIDTH-1:0] Addr,
input R_W,
input Valid,
input Reset,
input Clk,
output reg [DinLength-1:0] Dout);
integer res;
reg [DinLength-1:0] Mem [0: WIDTH-1];
always @(posedge Clk or posedge Reset)
begin
    if(Reset)
        begin
           for(res = 0; res < WIDTH; res = res+1)
            begin
                Mem[res] <= {DinLength{1'bX}};
            end 
           Dout <= {DinLength{1'bX}};
        end
    else if(Valid) 
    begin
        if (R_W == 1'b0)
        begin
            Dout <= Mem[Addr];
        end
        else if(R_W == 1'b1)
        begin
            Mem[Addr] <= Din;
        end 
    end
end
endmodule
==> flow/run.sh <==
#!/bin/bash
# OpenROAD 26Q1-2900-gdf79404cd8, Yosys 0.63+post, stock flow scripts
make -C /OpenROAD-flow-scripts/flow DESIGN_CONFIG=/design/flow/config.mk WORK_HOME=/design/flow/orfs finish
==> run summary <==
Status = completed
GR Layer Usage met1 = 0.3079
Cell Type Count = 31
YS chip area = 12700 um^2
Antenna violations before repair = 0
Ant. Diodes = 0
Chip width = 180.2 um
I/O Buffers = 70
Leakage = 6.619 nW
Max incr delay on CP = 0.49 ns
Synthesis-to-layout area growth = 20.79%
R2R depth = 5
Mapped Cells = 991
Worst Path Arrival = 1.44 ns
Register share after synthesis = 0.5675
Worst min path class = input port to async pin
Critical Path Source Type = flop
Vias per inst = 5.503
First-pass DRT Iterations = 4
CTS clk-pin slew, worst paths = 0.06 ns
Max_cap viols = 0
IO Count = 76
Yosys cell count = 991
Worst r2r src = Mem[3][26]
CTS buffer count = 30
Total GRT Usage = 0.1982
Clk sinks = 288
Setup Buffers After CTS = 0
Hold WS = 0.2766 ns
Antenna Nets Post-Route = 0
Cycle use final = 0.9190
Vias = 8266
Root buffer cell = clkbuf_16
Cell Pwr Density = 1028 nW/um^2
Slowest CP cell = clkdlybuf4s50_1
TritonCTS clock tree = done
Core area = 30910 um^2
Synth Area per Inst = 12.82 um^2
# setup viols final = 0
Largest net degree at the start of global routing = 68
Met2 Usage GRT = 0.3126
Max-slew violation count = 0
Setup TNS = 0 ns
Slew @ Worst Pin = 0.4610 ns
CP Depth = 1
Crit path DRT = 1.60 ns
Die ar. = 32470 um^2
DP Wirelength = 18600 um
Busiest layer in global routing = met2
Fraction of layout cells with a size suffix above 1 = 0.2694
Syn. warnings = 2
Number of global-route vias before repair = 8474
Post-synth regs = 288
Dpl cells = 1448
Fillers = 2692
Tool warnings = 31
Global-route wire length before repair = 48710 um
Insertion delay at the late pin of the worst-skew pair = 0.54 ns
CP max FO = 2
Worst Clk Skew = 0.004151 ns
Final WL = 29650 um
Final hold violations = 0
WL per Instance = 19.74 um
Hold-fix buffers, CTS = 0
WP buf/inv = 1
Mapped Area = 12700 um^2
Die Ht = 180.2 um
RD Place Congestion = 0.7514
Std cell rows = 64
Initial DRC count = 465
Cell Count, Final, Fillers Out = 1502
Total power draw = 15.77 mW
Fin crit period = 1.838 ns
RR Endpoint = Dout[26]
Maximum clock frequency = 544.1 MHz
R2R setup slack = 0.74 ns
Met3 Track Usage GR = 0.03417
CP delay by family, top = buffers and inverters
Depth of the CTS H-tree = 1
Critical Path End Type = output pin
Max VDD drop = 649.2 uV
RSZ-0062 raised after global routing = no
FP Core Util = 0.4109
Grt total ovfl = 0
Crit path cell chain = clkdlybuf4s50_1
Slew HR = 0.6923
Crit Path Category = flop to output pin
Number of buffers on the longest clock path = 3
CTS resizes = 0
Drc violations = 0
-- power breakdown --
part           internal [mW]  switching [mW]  leakage, nW  total [mW]
clock network           3.23            2.18        0.478        5.42
registers               7.15           0.622         3.53        7.78
logic                   1.53            1.04         2.61        2.58
total                   11.9            3.85         6.62        15.8
-- flip-flops by register name (all words and copies together) (netlist names) --
signal / cells
Mem: 256
Dout: 32
-- kinds of logic (layout without fill, tap and decap cells) --
group,after synthesis,in the layout,synth area share
buf+inv,108,223,0.04168
simple gates,115,115,0.04818
mux,286,286,0.2488
compound gates,194,194,0.09389
flops,288,288,0.5675
-- per-stage QoR --
| step | setup slack, ns | util | area [um^2] |
|---|---|---|---|
| detailed placement | -0.3007 | 0.4648 | 14370 |
| finish | 0.1621 | 0.4963 | 15340 |
| floorplan | -2.219 | - | 12700 |
| CTS | 0.1308 | 0.4963 | 15340 |
| global route | 0.08715 | 0.4963 | 15340 |
| global placement | -0.2889 | 0.4648 | 14370 |
-- placed cells by master, fill, tap and decap left out, types with 27 or more instances in the layout --
cell type,instances
a21oi_1,47
buf_12,27
buf_4,40
clkbuf_16,31
clkdlybuf4s50_1,67
dfrtp_1,288
inv_1,33
mux2_1,64
mux2_2,173
mux2i_1,49
nand2_1,45
o21ai_0,60
-- worst min-delay path: cells and delay by family --
kind | cells | cell delay [ns]
buffers and inverters | 3 | 0.76
-- Yosys cell counts, drive strengths merged --
library cell | number | share of area
a211oi | 19 | 0.011
a21oi | 47 | 0.019
a221oi | 22 | 0.015
a22o | 19 | 0.013
and3b | 1 | 0.00069
buf | 48 | 0.024
clkbuf | 26 | 0.0077
dfrtp | 288 | 0.57
inv | 34 | 0.010
mux2 | 237 | 0.21
mux2i | 49 | 0.039
nand2 | 45 | 0.013
nand2b | 3 | 0.0015
nand3 | 10 | 0.0043
nand3b | 2 | 0.0012
nor2 | 8 | 0.0026
nor2b | 3 | 0.0015
nor3b | 19 | 0.011
nor4 | 19 | 0.0094
o21ai | 71 | 0.028
o22ai | 16 | 0.0079
or2 | 1 | 0.00049
or3 | 3 | 0.0015
or4 | 1 | 0.00059
-- routing by layer --
metal	up-vias	part of all wire	wire length [um]
li1	3785	-	-
met3	33	0.040	1196
met2	142	0.48	14150
met4	0	0.017	495
met1	4306	0.47	13800
met5	-	0	0
-- final cells by class --
class	count	area, um^2	area share
clock inverter	1	5.005	0.0003263
tap	396	495.5	0.03230
timing repair buffer	135	1516	0.09886
clock buffer	53	968.4	0.06313
multi-input combinational	595	5016	0.3270
inverter	34	131.4	0.008564
sequential	288	7207	0.4698
-- how the worst max path moves through the flow --
| stage | to | start | slack [ns] |
|---|---|---|---|
| 4_1_cts | Dout[17] | Dout[17] | 0.13 |
| 5_1_grt | Dout[31] | Dout[31] | 0.09 |
| 6_report | Dout[17] | Dout[17] | 0.16 |
Power is estimated from default activity; no workload was simulated.
