==> design/flow/design.v <==
module task3_FIFO #(parameter N = 4)
  (input [1:0] Opcode,
  input [31:0] Din,
  input Reset, Clk,
  output reg [31:0] Dout,
  output reg FifoFull, FifoEmpty, Overflow, Underflow);
  integer res;
  reg [31:0] Mem [N-1:0];
  reg [N-1:0] wrpos = N-1;  
  reg [N-1:0] rdpos = N-1;  
  reg memFull, memEmpty;
  always@(posedge Clk or posedge Reset)
  begin
    FifoFull <= 1'b0;
    FifoEmpty <= 1'b0;
    Overflow <= 1'b0;
    Underflow <= 1'b0;
    Dout <= 32'hXXXX;
    if(Reset)
    begin
        for(res = 0; res < N; res = res+1)
        begin
            Mem[res] <= 32'bXXXX;
        end
    end
    else
    begin  
    case (Opcode)
        2'b01: 
        begin
            if (memFull)
            begin
                Overflow <= 1'b1;
            end
            else
            begin
                if(^Mem[wrpos] === 1'bx)
                begin
                    memEmpty <= 1'b0;
                    Mem[wrpos] <= Din;
                    wrpos <= wrpos - 1;
                end
                else 
                begin
                    FifoFull <= 1'b1;
                    memFull <= 1'b1;
                end
                if(wrpos == 0)
                   wrpos <= N-1;              
            end
        end
        2'b10:
        begin
            if (memEmpty)
                Underflow <= 1'b1;
            else
            begin
                if(^Mem[rdpos] === 1'bx)
                begin
                    FifoEmpty <= 1'b1;
                    memEmpty <= 1'b1;
                end
                else
                begin
                    memFull <= 1'b0;
                    Dout <= Mem[rdpos];
                    Mem[rdpos] <= 32'bXXXX;
                    rdpos <= rdpos - 1;
                end
                if(rdpos == 0)
                    rdpos <= N-1;
            end
        end
    endcase
  end
 end
endmodule
==> design/flow/run.sh <==
#!/bin/bash
# OpenROAD 26Q1-2900-gdf79404cd8, Yosys 0.63+post, stock flow scripts
make -C /OpenROAD-flow-scripts/flow DESIGN_CONFIG=/design/flow/config.mk WORK_HOME=/design/flow/orfs finish
==> design/flow/config.mk <==
export PLATFORM = sky130hd
export DESIGN_NAME = task3_FIFO
export DESIGN_NICKNAME = task3_FIFO
export VERILOG_FILES = /design/flow/design.v
export SDC_FILE = /design/flow/constraint.sdc
export NUM_CORES = 4
export LEC_CHECK = 1
export CORE_UTILIZATION = 40
==> design/flow/constraint.sdc <==
current_design task3_FIFO

set clk_period 5.5
set clk_io_pct 0.2

create_clock -name clk0 -period $clk_period [get_ports {Clk}]

set non_clock_inputs [all_inputs -no_clocks]
set_input_delay [expr $clk_period * $clk_io_pct] -clock clk0 $non_clock_inputs
set_output_delay [expr $clk_period * $clk_io_pct] -clock clk0 [all_outputs]
==> results.sh <==
# physical design summary
export IMPL_status="completed"
export IMPL_grt_pass1_wl_um=23000
export IMPL_critPathMaxFanout=17
export IMPL_wl_um=13800
export IMPL_start_kind="input pin"
export IMPL_vias_per_cell=5.15
export IMPL_grt_pass1_vias=4312
export IMPL_logic_area_mm2=0.00248
export IMPL_post_route_min_period_ns=3.05
export IMPL_netlist_area_mm2=0.00704
export IMPL_slew_violations=0
export IMPL_stdcell_count=789
export IMPL_cts_tree="done"
export IMPL_dp_cells=757
export IMPL_ys_seq_elements=171
export IMPL_grt_setup_unrepaired="no"
export IMPL_drive_above_1_share_pct=24.8
export IMPL_max_freq_ghz=0.328
export IMPL_antenna_found_initial=0
export IMPL_fp_util_pct=40.9
export IMPL_cts_made_buffers=17
export IMPL_drc_errors=0
export IMPL_first_pass_iters=7
export IMPL_endpoint_kind="flop"
export IMPL_clock_sinks=171
export IMPL_finalCoreUtilization_pct=50.2
export IMPL_clock_skew_ns=0.00773
export IMPL_fillers=1394
export IMPL_synth_cells=481
export IMPL_dieWidth_um=135
export IMPL_avgSynthCellArea_um2=14.6
export IMPL_dieArea_mm2=0.0181
export IMPL_finalSetupViolations=0
export IMPL_clkTransAtPathRegs_ns=0.06
export IMPL_lay_top_cells="162 x dfrtp_1, 92 x mux2_2, 69 x clkdlybuf4s50_1"
export IMPL_io_buffers=69
export IMPL_clock_path_buffers=2
export IMPL_slew_headroom_pct=55.9
export IMPL_hold_violations=0
export IMPL_aoi_share_pct=5.08
export IMPL_vdd_drop_max_uv=245
export IMPL_timing_setup_tns_ns=0
export IMPL_regArea_mm2=0.00432
export IMPL_die_h_um=135
export IMPL_crit_arrival_ns=3.35
export IMPL_top_area_share_pct=57.5
export IMPL_drt_iter0_drc=285
export IMPL_power_leakage_nw=3.75
export IMPL_cap_viol_max_count=0
export IMPL_hold_buffers=0
export IMPL_yosys_stat_seqShare_pct=61.4
export IMPL_rows=48
export IMPL_dp_hpwl_um=8010
export IMPL_cts_resized_gates=0
export IMPL_num_vias=4065
export IMPL_htreeDepth=4
export IMPL_ys_area_mm2=0.00704
export IMPL_synthSimpleGateAreaFrac_pct=1.81
export IMPL_grt_max_degree=115
export IMPL_area_leaders="dfrtp_1 58%, mux2_2 15%, mux2_1 5.9%"
export IMPL_ys_top_logic_family="multiplexers"
export IMPL_overflow=0
export IMPL_warnings=37
export IMPL_grt_util_all_layers_pct=17.0
export IMPL_post_route_period_util_pct=55.4
export IMPL_worst_slew_pin_slew_ns=0.660
export IMPL_cp_data_required_time_ns=5.80
export IMPL_synthMuxAreaShare_pct=25.3
export IMPL_antennaDiodeCount=0
export IMPL_xor_area_share_pct=0
export IMPL_io_pins=72
export IMPL_wire_per_inst_um=17.5
export IMPL_yosys_area_top_type="dfrtp_1"
export IMPL_power_density_mw_per_mm2=374
export IMPL_yosys_cells=481
export IMPL_globalplace_congestion=0.768
export IMPL_cts_root_buffer="clkbuf_16"
export IMPL_antenna_left=0
export IMPL_worst_setup_path_type="input pin to flop"
export IMPL_postCtsSetupBuffers=0
export IMPL_ys_types=24
export IMPL_layout_top_cell="dfrtp_1"
export IMPL_ys_sh_adder_pct=2.31
export IMPL_syn_to_final_growth_pct=22.8
export IMPL_hp_class="flop to flop"
export IMPL_clk_latency_ns=0.42
export IMPL_ys_warn_count=2
export IMPL_coreArea_mm2=0.0172
-- cell type report --
class / count / share of cell area (%)
Inverter: 42 / 1.88
Tap cell: 225 / 3.25
Multi-Input combinational cell: 241 / 28.7
Clock inverter: 11 / 1.94
Sequential cell: 171 / 50.0
Timing Repair Buffer: 78 / 8.91
Clock buffer: 21 / 5.32
-- critical path, stage by stage --
cell,delay [ns]
clkdlybuf4s50_1,0.48
inv_1,0.07
ha_1,0.33
a21oi_4,0.59
buf_4,0.39
mux2_2,0.37
-- sequential cells by signal, summed over array words and instances, names as in the netlist --
signal,cells
memEmpty,1
Dout,32
Underflow,1
FifoEmpty,1
rdpos,4
Mem,128
wrpos,4
-- final timing paths --
check                      cells past startpoint         end  slack, ns      start
max                                            6  Mem[1][28]       2.45  Opcode[0]
min reg2reg                                    1   Mem[0][5]       0.49  Mem[0][5]
min                                            1   Mem[0][5]       0.49  Mem[0][5]
max reg2reg                                    6  Mem[1][28]       3.18   rdpos[1]
min in group asynchronous                      2   Underflow       1.17      Reset
max in group asynchronous                      3  Mem[0][21]       3.38      Reset
-- cells by family after synthesis --
kind of cell	count (synthesis)
AND-OR/OR-AND	39
flip-flops	171
adder cells (fa/ha/maj)	13
multiplexers	162
AND/OR/NAND/NOR	25
buffers and inverters	70
other	1
-- Yosys cell counts --
cell        n
conb_1      1
o21ai_0     2
or3_1       2
a222oi_1   32
nand2b_1    5
mux2_2     92
nor2_1      2
inv_1      42
buf_4       2
nor3b_1     1
a21oi_1     4
nand2_1     8
mux2i_1    33
clkbuf_1   14
dfrtp_1   162
nor2b_1     2
ha_1       13
buf_2      12
a21o_1      1
mux2_1     37
nor3_1      2
edfxtp_1    9
nand3_1     2
and2_1      1
-- power by group --
part           switching (mW)  internal [mW]
Clock                   0.468          0.783
Sequential              0.106           1.49
Combinational           0.135          0.250
-- metrics by stage --
step                      total power, mW  setup slack [ns]  instance area [µm²]  hold WS, ns
after floorplan                      1.84            0.0234                 7050        0.448
after global placement               1.99              2.03                 8020        0.469
after detailed placement             2.01              1.99                 8020        0.479
after CTS                            3.28              2.44                 8650        0.493
after global routing                 3.40              2.34                 8650        0.507
final                                3.24              2.45                 8650        0.488
-- per-layer routing --
metal | track usage (%) | routed length [µm]
met1 | 27.0 | 6540
met4 | 1.56 | 108
met5 | 0 | 0
met2 | 25.4 | 6310
met3 | 5.06 | 884
Power is estimated from default activity; no workload was simulated.
